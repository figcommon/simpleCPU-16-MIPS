==> design/flow/config.mk <==
export PLATFORM = sky130hd
export DESIGN_NAME = InstructionMem
export DESIGN_NICKNAME = InstructionMem
export VERILOG_FILES = /design/flow/design.v
export SDC_FILE = /design/flow/constraint.sdc
export NUM_CORES = 4
export LEC_CHECK = 1
export CORE_AREA = 10 10 70 70
export DIE_AREA = 0 0 80 80
==> design/flow/design.v <==
module InstructionMem(
	input [4:0] instruction_adr,
	output reg [15:0] instruction
    );
	reg [15:0] Mem [31:0];
	always @(*)begin
	 instruction <= Mem[instruction_adr];end
	initial begin
		Mem[0] = {5'b00010, 3'b000, 3'b001, 5'b00001}; 
		Mem[1] = {5'b00100, 3'b010, 3'b000, 5'b00000}; 
		Mem[2] = {5'b00011, 3'b011, 3'b000, 5'b00000}; 
		Mem[3] = {5'b00101, 3'b000, 3'b001, 5'b00000}; 
		Mem[4] = {5'b00111, 3'b000, 3'b001, 5'b00000}; 
		Mem[5] = {5'b01101,  3'b000, 3'b001, 5'b00000}; 
		Mem[6] = {5'b01111, 3'b000, 3'b001, 5'b00000}; 
		Mem[7] = {5'b10000, 3'b000, 3'b001, 5'b00000};  
		Mem[8] = {5'b01110, 3'b000,  8'b00000000}; 
		Mem[9] = {5'b01001, 3'b000,  8'b00000000}; 
		Mem[10] = {5'b01010, 3'b000,  8'b00000000}; 
		Mem[11] = {5'b01100, 3'b000,  8'b00000000}; 
		Mem[12] = {5'b01011, 3'b000,  8'b00000000}; 
		Mem[13] = {5'b00000, 11'b00000000000}; 
		Mem[14] = {5'b01000, 3'b000, 8'b00000001};  
		Mem[15] = {5'b10100, 3'b000,3'b001, 5'b00000}; 
		Mem[16] = {5'b10101,3'b000,3'b001,3'b000,2'b00}; 
		Mem[17] = {5'b10001, 3'b000, 3'b001,5'b00000 }; 
		Mem[18] = {5'b10011,3'b000,3'b001,3'b000,2'b00}; 
		Mem[19] = {5'b10010, 5'b00010,6'b000000}; 
	end
endmodule
==> design/flow/constraint.sdc <==
current_design InstructionMem

set clk_period 1.6
set clk_io_pct 0.2

create_clock -name clk0 -period $clk_period

set non_clock_inputs [all_inputs -no_clocks]
set_input_delay [expr $clk_period * $clk_io_pct] -clock clk0 $non_clock_inputs
set_output_delay [expr $clk_period * $clk_io_pct] -clock clk0 [all_outputs]
==> design/flow/run.sh <==
#!/bin/bash
# OpenROAD 26Q1-2900-gdf79404cd8, Yosys 0.63+post, stock flow scripts
make -C /OpenROAD-flow-scripts/flow DESIGN_CONFIG=/design/flow/config.mk WORK_HOME=/design/flow/orfs finish
==> qor.yml <==
run_status:
  status: "finished with violations"
  violations: "setup timing"
drt:
  post-route-drc-count: 0
  dr.pass1.iters: 2
  wl_per_cell_um: 10.6
  wirelength_mm: 1.32
  antennaDiodeCount: 0
  viasPerCell: 3.37
  detail-route-antenna-nets: 0
  drtIter0Drc: 20
  routed-via-count: 418
die:
  die-area_um2: 6400
  die_h_um: 80
  io-pin-count: 21
  die_w_um: 80
  fp_util_pct: 10.4
  core-area_um2: 3420
  row_count: 21
cells_and_area:
  lay_top_count: "buf_4"
  most-common-layout-cells: "13 x buf_4, 9 x buf_6, 7 x buf_2"
  clock_buffers: 0
  nFillCells: 377
  drive_above_1_share_pct: 65.4
  regArea_um2: 0
  utilization_pct: 21.4
  final_cells: 124
  flops: 0
  syn2layout_area_growth_pct: 107
yosys:
  synth.cell_area_um2: 354
  postSynthSeqShare_pct: 0
  ys_warn_count: 1
  ys_types: 26
  synthCells: 47
  ys_area_um2: 354
  synth.avg_cell_area_um2: 7.53
  synth_stat.cells: 47
hold_path:
  hold-path-endpoint: "instruction[11]"
  hold-path-cell-count: 4
  hold_path.class: "in2out"
  hp-start: "instruction_adr[4]"
grt:
  antenna_found_initial: 0
  grt_pass1_vias: 454
  grt_overflow_total: 0
  grt_pass1_wl_mm: 2.16
  grt.total_usage_pct: 3.93
  grt_max_degree: 9
setup_path:
  worstPathArrival_ps: 1300
  required_ps: 1280
  critPathLaunchType: "input pin"
  crit_path_start: "instruction_adr[1]"
  crit_family: "simple AND/OR/NAND/NOR gates"
  crit_fanout: 2
  critPathSlowestCell: "and2b_2"
  crit_path_max_incr_delay_ps: 210
  cp-end-kind: "primary output"
  worstSetupPathType: "in2out"
  crit_chain: "buf_6 -> inv_2 -> ha_4 -> and2b_2 -> nand3b_1 -> o311ai_2 -> buf_2"
  cp.buffers_inverters: 3
final_timing:
  rsz0062_at_grt: "yes"
  postLayoutSetupSlackWorst_ps: -21.8
  slew_viol_final: 0
  fin_setup_tns_ps: -22.8
  finalSetupViolations: 2
  fin_crit_ps: 1620
  hold_violations: 0
  fmax_mhz: 617
  fin_crit_sh_pct: 101
job:
  cap_viol_max_count: 0
  warnings: 38
pwr:
  power.density_nw_per_um2: 228
  peakVddDrop_v: 0.0000448
  p_leak_nw: 0.335
placement:
  dpl.cell_count: 116
  port_buffers: 15
  dp_hpwl_um: 884
  place.gp.congestion: 0.766
clocking:
  ctsHoldBuffers: 0
-- cells in the mapped netlist --
cell / n / area share, %
nand2b_4: 1 / 3.9
nor2_1: 4 / 4.2
a311oi_1: 1 / 2.5
inv_1: 2 / 2.1
a2bb2oi_1: 1 / 2.5
buf_4: 8 / 17
nand2_1: 4 / 4.2
or3_1: 1 / 1.8
a211oi_2: 1 / 3.5
a21oi_2: 1 / 2.5
a22o_1: 1 / 2.5
a21oi_1: 2 / 2.8
nor2b_1: 1 / 1.8
buf_6: 1 / 3.2
o211ai_1: 1 / 2.1
nand3_1: 1 / 1.4
nor3_2: 1 / 2.8
and2_1: 3 / 5.3
nor3_1: 1 / 1.4
ha_1: 5 / 18
and2b_2: 1 / 2.5
conb_1: 1 / 1.1
o311ai_2: 1 / 4.6
nand2b_1: 1 / 1.8
mux2i_1: 1 / 2.8
nand3b_1: 1 / 2.1
-- cells by family (layout without fill, tap and decap cells) --
| group | after synthesis | after routing | share of synthesized area (%) |
|---|---|---|---|
| buffers and inverters | 11 | 37 | 22.3 |
| other | 1 | 6 | 1.06 |
| adders and majority gates | 5 | 5 | 17.7 |
| and+or+nand+nor | 20 | 20 | 33.2 |
| AOI/OAI and AO/OA | 9 | 9 | 23.0 |
| muxes | 1 | 1 | 2.83 |
-- final cells by class --
type	instances	area (um^2)	area share, %
Timing Repair Buffer	35	277	37.8
Tap cell	46	57.6	7.86
Inverter	2	10.0	1.37
Multi-Input combinational cell	41	388	53.0
-- what timing repair did --
item | 4_1_cts | 5_1_grt
pin swaps | 10 | 2
gates resized | 61 | 12
endpoints found under the setup margin | 10 | 6
setup buffers | 8 | 0
hold endpoints to repair | 0 | 0
-- per-layer routing --
layer | global-route usage (%) | up-vias | part of all wire, %
met5 | 0 | - | 0
met4 | 0 | 0 | 0
met3 | 0.568 | 0 | 5.5
met2 | 7.06 | 13 | 49
met1 | 5.08 | 194 | 45
li1 | - | 211 | -
-- how the worst max path moves through the flow --
stage         cells past startpoint  slack, ps         endpoint
CTS                               7        -20  instruction[11]
global route                      8        -70  instruction[12]
finish                            7        -20  instruction[13]
-- metrics by stage --
step	hold WS, ps	setup WS (ps)	area [um^2]	power (mW)
after global placement	1780	-863	599	0.135
after floorplan	686	211	373	0.0670
after CTS	1140	-23.2	692	0.154
after global routing	1080	-67.0	732	0.184
after detailed placement	1780	-861	599	0.135
final	1040	-21.8	732	0.167
-- where the power goes --
part | internal (mW) | switching, mW
combinational | 0.0975 | 0.0698
clock | 0 | 0
sequential | 0 | 0
Power and IR drop assume default switching activity.
